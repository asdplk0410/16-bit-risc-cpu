===== flow/config.mk =====
export PLATFORM = sky130hd
export DESIGN_NAME = ProgramCounter
export DESIGN_NICKNAME = ProgramCounter
export VERILOG_FILES = /design/flow/design.v
export SDC_FILE = /design/flow/constraint.sdc
export NUM_CORES = 4
export LEC_CHECK = 1
export CORE_AREA = 10 10 74 74
export DIE_AREA = 0 0 84 84

===== flow/constraint.sdc =====
current_design ProgramCounter

set clk_period 1.0
set clk_io_pct 0.2

create_clock -name clk0 -period $clk_period [get_ports {clk}]

set non_clock_inputs [all_inputs -no_clocks]
set_input_delay [expr $clk_period * $clk_io_pct] -clock clk0 $non_clock_inputs
set_output_delay [expr $clk_period * $clk_io_pct] -clock clk0 [all_outputs]

===== flow/design.v =====
module ProgramCounter
(
    clk,    
    rst_n,  
    load,   
    count   
);
    input  wire          clk;    
    input  wire          rst_n;   
    input  wire [16-1:0] load;   
    output reg  [16-1:0] count;  
    always @(posedge clk or negedge rst_n) 
    begin
        if(~rst_n)
            count <= 16'd0;
        else
            count <= load;
    end
endmodule

===== flow/run.sh =====
#!/bin/bash
# OpenROAD 26Q1-2900-gdf79404cd8, Yosys 0.63+post, stock flow scripts
make -C /OpenROAD-flow-scripts/flow DESIGN_CONFIG=/design/flow/config.mk WORK_HOME=/design/flow/orfs finish

==> results.toml <==
# flow metrics
[route]
vias = 256
vias_per_cell = 2.46
drtIter0Drc = 3
drc = 0
n_antenna_cell = 0
wl_per_cell_um = 12.3
totalWireLength_um = 1270
postRouteAntennaNets = 0
drt-pass1-iter-count = 2

[global_route]
grt_pass1_wl_um = 1770
overflow = 0
grt_max_degree = 17
grt_usage_pct = 3.51
grt_pass1_vias = 302
antenna_found_initial = 0

[timing]
post-route-min-period_ns = 0.897
setup_violations = 0
fmax_ghz = 1.12
tightest_slew_ns = 0.128
holdWs_ns = 0.307
relSlewSlack_pct = 91.4
finalHoldViolations = 0
rsz0062_at_grt = "no"
fin_tns_setup_ns = 0
finalClockPeriodUsage_pct = 89.7
slew_violations = 0

[synthesis]
ys_sh_aoi_pct = 0
synth_cell_types = 1
simple_gate_share_pct = 0
synth_warnings = 1
ys_cells = 16
xor_share_pct = 0
ys_chip_area_um2 = 400
synth_flops = 16
yosys.area_share.adder_pct = 0
syn_inst = 16
netlist_area_um2 = 400
yosys.stat.seqShare_pct = 100
synthMuxAreaShare_pct = 0
post_synth.cell_area_avg_um2 = 25.0

[layout]
area_growth_pct = 96.9
n_fill_cell = 431
utilization_pct = 19.8
top_register = "count"
combGateArea_um2 = 0
drive_gt1_share_pct = 38.9
logic_gates = 0
top_regs = "count x16"
largest_reg_flops = 16

[setup_path]
path_cells = "clkbuf_2"
critPathMaxFanout = 1
cp.arrival_ns = 0.70
cp_slowest_stage_delay_ns = 0.37
end_kind = "output port"
crit_slowest_cell = "dfrtp_1"
critPathTopFamily = "flip-flops"
crit_buf_inv = 1
start_kind = "flip-flop"
critPathKind = "flip-flop to output port"
required_ns = 0.80

[hold_path]
hold_class = "input port to asynchronous set/reset pin"

[floorplanning]
chip_area_um2 = 7060
ios = 34
fp_util_pct = 10.1
die_w_um = 84
rows = 23
dieHeight_um = 84
coreArea_um2 = 3970

[clock_tree]
clockRootBuffer = "clkbuf_8"
cts.clk_slew.worst_paths_ns = 0.06
cts_max_path_buffers = 2
cts_max_level = 1
cts_sinks = 16
cts_buffers = 3
cts_setup_buffers = 0
ctsHoldBuffers = 0
cts_tree = "done"

[pwr]
switching_power_w = 0.000217
intPower_w = 0.00111
irDropWorstVdd_v = 0.000668
seqPwrFrac_pct = 51.7
switching_share_pct = 16.3
power_leakage_nw = 0.358
pwr-share-clk_pct = 39.7
pwr_density_cell_nw_per_um2 = 1690
combPwrFrac_pct = 8.6

[run_status]
status = "finished clean"

[placement]
gp_congestion = 0.683
io_buffer_count = 33

[flow_run]
drv_cap = 0
warnings = 25
[power by group through the flow]
stage         clock network [W]  registers [W]  logic [W]
finish                 0.000528       0.000689   0.000114
global route           0.000575       0.000693   0.000126
CTS                    0.000547       0.000689   0.000137
[cells in the mapped netlist (all sizes together)]
cell | number | area, um2
dfrtp | 16 | 400
[through the flow]
step           area, um2  cells  total power [W]  worst slack (ns)
2_1_floorplan        400     16         0.000691             0.488
3_3_place_gp         813    100         0.000850            0.0104
3_5_place_dp         813    100         0.000852           0.00639
4_1_cts              868    104          0.00137           0.00182
5_1_grt              788    104          0.00139            0.0644
6_report             788    104          0.00133             0.103
[cells in the final DEF (no fill, tap or decap)]
cell type / count
clkdlybuf4s50_1: 17
buf_12: 1
clkbuf_2: 16
dfrtp_1: 16
clkbuf_8: 4
[final cells by class]
cell class	instances	area (um2)	share of cell area [%]
clock buffers	4	55.1	6.98
flip-flops and latches	16	400	50.8
well taps	50	62.6	7.94
repair buffers	34	270	34.3
[kinds of logic (layout without fill, tap and decap cells)]
family   Yosys count  after routing
buf+inv            0             38
flops             16             16
[worst paths after layout]
check | start | end | slack, ns | cells past startpoint
max | count[4]$_DFF_PN0_ | count[4] | 0.10 | 1
min in group clk0 | load[4] | count[4]$_DFF_PN0_ | 0.40 | 1
min | rst_n | count[11]$_DFF_PN0_ | 0.31 | 2
max in group asynchronous | rst_n | count[2]$_DFF_PN0_ | 0.58 | 2
[routing by layer]
metal	GRT usage [%]	vias up	wire [um]
li1	-	123	-
met3	3.35	0	201
met1	2.78	113	397
met5	0	-	0
met2	6.41	20	675
met4	0	0	0
[timing repair]
item / 4_1_cts / 5_1_grt
setup endpoints to repair: 16 / 16
hold endpoints to repair: 0 / 0
gates resized: 32 / 16
Power and IR drop assume default switching activity.
